[config.mk]
export PLATFORM = sky130hd
export DESIGN_NAME = fifo_asynchronous_structural
export DESIGN_NICKNAME = fifo_asynchronous_structural
export VERILOG_FILES = /design/flow/design.v
export SDC_FILE = /design/flow/constraint.sdc
export NUM_CORES = 4
export LEC_CHECK = 1
export CORE_UTILIZATION = 40
[constraint.sdc]
current_design fifo_asynchronous_structural

set clk_period 5.3
set clk_io_pct 0.2

create_clock -name clk0 -period $clk_period [get_ports {rclk}]
create_clock -name clk1 -period $clk_period [get_ports {wclk}]

set non_clock_inputs [all_inputs -no_clocks]
set_input_delay [expr $clk_period * $clk_io_pct] -clock clk0 $non_clock_inputs
set_output_delay [expr $clk_period * $clk_io_pct] -clock clk0 [all_outputs]
[design.v]
module dual_port_ram_asynchronous_behavioral(
    input  clk_A,                                        
    input  clk_B,                                        
    input  we_A,                                         
    input  [ADDR_WIDTH-1:0] addr_A,                      
    input  [DATA_WIDTH-1:0] data_in_A,                   
    output reg [DATA_WIDTH-1:0] data_out_A,              
    input  we_B,                                         
    input  [ADDR_WIDTH-1:0] addr_B,                      
    input  [DATA_WIDTH-1:0] data_in_B,                   
    output reg [DATA_WIDTH-1:0] data_out_B);             
    parameter DATA_WIDTH = 8;
    parameter ADDR_WIDTH = 4;
    parameter MEM_DEPTH = 16;
    reg [DATA_WIDTH-1:0] mem [0:MEM_DEPTH-1];            
    always @(posedge clk_A) begin
        if (we_A) begin
            mem[addr_A] <= data_in_A;
            data_out_A <= data_in_A;
        end else begin
            data_out_A <= mem[addr_A];
        end
    end
    always @(posedge clk_B) begin
        if (we_B) begin
            mem[addr_B] <= data_in_B;
            data_out_B <= data_in_B;
        end else begin
            data_out_B <= mem[addr_B];
        end
    end
endmodule
module fifo_asynchronous_structural(
    input  wclk,             
    input  wrst,             
    input  [7:0] data_in,    
    input  push,             
    output full,             
    input  rclk,             
    input  rrst,             
    output [7:0] data_out,   
    input  pop,              
    output empty);           
    wire [3:0] w_ptr;
    wire [3:0] r_ptr;
    wire       w_next;
    wire       r_next;
    parameter  zeros = 8'h00;
    parameter  zero =   1'b0;
    dual_port_ram_asynchronous_behavioral dual_port_ram_asynchronous(
        .clk_A(wclk),
        .clk_B(rclk),           
        .we_A(push),
        .we_B(zero),
        .addr_A(w_ptr),
        .addr_B(r_ptr),
        .data_in_A(data_in),
        .data_in_B(zeros),
        .data_out_A(),
        .data_out_B(data_out)
    );
    write_logic write_logic(
        .we(push),
        .full(full),
        .w_next(w_next)
    );
    read_logic read_logic(
        .re(pop),
        .empty(empty),
        .r_next(r_next)
    );
    write_ptr write_ptr(
        .clk(wclk),
        .rst(wrst),
        .w_next(w_next),
        .w_ptr(w_ptr)
    );
    read_ptr read_ptr(
        .clk(rclk),
        .rst(rrst),
        .r_next(r_next),
        .r_ptr(r_ptr)
    );
    compare_and_status_logic compare_and_status_logic(
        .w_ptr(w_ptr),
        .full(full),
        .r_ptr(r_ptr),
        .empty(empty)
    );
endmodule
module compare_and_status_logic (
    input  [3:0] w_ptr,      
    output reg   full,       
    input  [3:0] r_ptr,      
    output reg   empty);     
    parameter depth = 4'b1111;   
    reg [3:0] ptr_diff;
    always @(*) begin
        if (ptr_diff == depth) begin
          full = 1'b1;
        end else begin
          full = 1'b0;
        end
    end
    always @(*) begin
        if (ptr_diff == 0) begin
          empty = 1'b1;
        end else begin
          empty = 1'b0;
        end
    end
    always @(*) begin
        if (w_ptr > r_ptr) begin
            ptr_diff <= w_ptr - r_ptr + 1;
        end else if (w_ptr < r_ptr) begin
            ptr_diff <= (depth - r_ptr) + w_ptr + 1;
        end else if (w_ptr == r_ptr) begin
            ptr_diff <= 0;
        end
    end
endmodule
module read_logic (
    input       re,               
    input       empty,            
    output reg  r_next);          
    always @(*) begin
        if (re && (!empty))
            r_next=1;
        else
            r_next=0;
    end
endmodule
module read_ptr (
    input             clk,               
    input             rst,               
    input             r_next,            
    output reg [3:0]  r_ptr);            
    always @ (posedge clk) begin
        if (rst) begin
            r_ptr <= 3'b000;
        end else if (r_next) begin
            r_ptr <= r_ptr + 1;
        end else begin
            r_ptr <= r_ptr;
        end
    end
endmodule
module write_logic (
    input       we,               
    input       full,             
    output reg  w_next);          
    always @(*) begin
        if (we && (!full))
            w_next=1;
        else
            w_next=0;
    end
endmodule
module write_ptr (
    input             clk,               
    input             rst,               
    input             w_next,            
    output reg [3:0]  w_ptr);            
    always @ (posedge clk) begin
        if (rst) begin
            w_ptr <= 3'b000;
        end else if (w_next) begin
            w_ptr <= w_ptr + 1;
        end else begin
            w_ptr <= w_ptr;
        end
    end
endmodule
[run.sh]
#!/bin/bash
# OpenROAD 26Q1-2900-gdf79404cd8, Yosys 0.63+post, stock flow scripts
make -C /OpenROAD-flow-scripts/flow DESIGN_CONFIG=/design/flow/config.mk WORK_HOME=/design/flow/orfs finish
==> ci_impl_report.md <==
## PnR job results

| Metric | Value |
|---|---|
| Initial drt markers | `304` |
| Worst-path cell chain | `ha_1 > fa_1 > xnor2_1 > a221oi_2 > a311o_2 > a31oi_4 > clkdlybuf4s50_1` |
| Fp util | `0.415` |
| Synth Warn # | `6` |
| Remaining global-route overflow | `0` |
| Worst Hold Class | `reg -> reg` |
| Slowest Stage Delay on Critical Path | `520 ps` |
| Yosys chip area | `0.00586 sq mm` |
| Worst Setup Slack, final | `923 ps` |
| DR vias | `2,896` |
| # IOs | `24` |
| Dpl ws | `1260 ps` |
| Flops after synth | `144` |
| Asr flop ratio synth | `0` |
| Port bufs | `22` |
| Nature of the critical path endpoint | `primary output` |
| Final Max-Slew Violation Tally | `0` |
| Vias in the first global route | `3,089` |
| PwrDens | `453 mW/mm^2` |
| Endpoints failing setup | `0` |
| Top cells by count | `edfxtp_1 (128), mux4_2 (40), nor2_1 (17)` |
| Area growth syn-to-layout | `18.6%` |
| Leak | `0.00221 uW` |
| Slowest CP cell | `dfxtp_1` |
| Remaining DRCs | `0` |
| Largest net degree at the start of global routing | `36` |
| Top-count cell post-synth | `edfxtp_1` |
| Core region area | `0.0141 sq mm` |
| Max-cap viol count | `0` |
| Max-Slew Margin vs Limit | `0.410` |
| GR Util All Layers | `0.172` |
| Yosys top cell by area | `edfxtp_1` |
| Crit path DAT | `3320 ps` |
| Clk pin slew, worst setup/hold paths | `60 ps` |
| Total routed wirelength | `10,800 microns` |
| Die X | `123 microns` |
| Status | `finished clean` |
| Post-Synthesis Cells | `299` |
| Post-synth area hogs | `edfxtp_1 (66%), mux4_2 (15%), dfxtp_1 (5.5%), ha_1 (2.6%), nor2_1 (1.1%)` |
| Top-area cell share | `0.656` |
| Crit Path Category | `reg -> out` |
| VDD IR max | `230 uV` |
| CTS tree | `done` |
| Fin Setup TNS | `0 ps` |
| Rows | `43` |
| Worst-Margin Slew | `882 ps` |
| CP max FO | `11` |
| Routed len/inst | `20.3 microns` |
| Tool warnings | `32` |
| Post-detail-place hpwl | `7070 microns` |
| Synth Area per Inst | `19.6 sq um` |
| Antenna cells | `0` |
| RSZ-0062 raised after global routing | `no` |
| First-pass GRT wire length | `17,300 microns` |
| RePlAce Congestion | `0.791` |
| Postcts setup bufs | `0` |
| Most common reg cell | `edfxtp_1` |
| CP Data Required Time | `4240 ps` |
| Initial antenna violation count | `0` |
| Post-synth EDFFs | `128` |
| Layout cells sized above 1 | `0.249` |
| CP Launch Type | `flop` |
| Distinct cells, synth | `38` |
| Iteration tally of the first detailed-router pass | `4` |
| CTS resizes | `0` |
| Drt via density | `5.43` |
| Ys cells | `299` |
| CTS hold repair buffers | `0` |
| Final Hold Viols | `0` |
| Clock skew | `5.40 ps` |
| Die height | `123 microns` |
| Area of the die | `0.0151 sq mm` |
| Post-synthesis sequential area ratio | `0.711` |
| Post-DRT Antenna Nets | `0` |
| Post-Syn Area | `0.00586 sq mm` |
| CTS Sinks | `144` |
| Final core utilization | `0.493` |
==> kinds of logic (layout without fill, tap and decap cells) <==
logic type,count (synthesis),after routing,share of synthesized area
fa+ha+maj,15,15,0.0359
compound gates,19,19,0.0269
flops,144,144,0.711
buf+inv,23,77,0.0169
mux,43,43,0.160
simple gates,52,52,0.0447
xor+xnor,3,3,0.00449
==> cell type report <==
| class | instances | area (sq um) |
|---|---|---|
| fill | 1145 | 7150 |
| sequential | 144 | 4170 |
| multi-input combinational | 132 | 1590 |
| clock buffer | 24 | 526 |
| timing repair buffer | 30 | 280 |
| tap | 180 | 225 |
| clock inverter | 12 | 114 |
| inverter | 11 | 41.3 |
==> path summary, 6_finish.rpt <==
| check | startpoint | end | slack [ps] | depth (start not counted) |
|---|---|---|---|---|
| hold / removal | read_ptr.r_ptr[2] | read_ptr.r_ptr[2] | 530 | 2 |
| setup / recovery | write_ptr.w_ptr[2] | empty | 920 | 7 |
| max in group clk1 | write_ptr.w_ptr[2] | write_ptr.w_ptr[3] | 2580 | 8 |
| hold reg to reg | read_ptr.r_ptr[2] | read_ptr.r_ptr[2] | 530 | 2 |
| setup reg to reg | write_ptr.w_ptr[2] | read_ptr.r_ptr[0] | 2240 | 8 |
| min in group clk1 | write_ptr.w_ptr[1] | write_ptr.w_ptr[1] | 620 | 2 |
==> routing by layer <==
layer,GRT usage,share of wire,vias up
met5,0,0,-
met4,0.0211,0.012,0
met3,0.104,0.12,11
met2,0.229,0.44,121
met1,0.274,0.42,1466
li1,-,-,1298
==> metrics by stage <==
stage	cell area, sq um	hold WS (ps)	power [uW]	instances
2_1_floorplan	5860	477	1750	299
3_3_place_gp	6300	500	1940	497
3_5_place_dp	6300	524	1940	497
4_1_cts	6940	531	3190	533
5_1_grt	6940	596	3290	533
6_report	6940	532	3150	533
==> flip-flops by register name, indices dropped and copies added, names as in the netlist <==
name                                   count
dual_port_ram_asynchronous.data_out_B      8
read_ptr.r_ptr                             4
dual_port_ram_asynchronous.mem           128
write_ptr.w_ptr                            4
==> critical path: cells and delay by family (launching register included) <==
| kind | cells | cell delay (ps) |
|---|---|---|
| DFF | 1 | 520 |
| adders and majority gates | 2 | 910 |
| xor gates and xnor gates | 1 | 260 |
| buffers and inverters | 1 | 510 |
| AOI/OAI and AO/OA | 3 | 710 |
==> placed cells by master (no fill, tap or decap), types with 2 or more instances in the layout <==
| master | count |
|---|---|
| a21oi_1 | 4 |
| buf_4 | 8 |
| bufinv_16 | 2 |
| clkbuf_1 | 3 |
| clkbuf_16 | 20 |
| clkdlybuf4s50_1 | 22 |
| clkinv_1 | 3 |
| clkinv_2 | 4 |
| clkinvlp_4 | 3 |
| dfxtp_1 | 15 |
| edfxtp_1 | 128 |
| fa_1 | 3 |
| ha_1 | 12 |
| inv_1 | 10 |
| mux4_2 | 40 |
| nand2_1 | 8 |
| nand2b_1 | 4 |
| nand3_1 | 5 |
| nand3b_1 | 2 |
| nor2_1 | 17 |
| nor3_1 | 6 |
| o21a_1 | 2 |
| o21ai_0 | 3 |
| o31ai_1 | 3 |
| or3_1 | 4 |
| or4_1 | 2 |
| xnor2_1 | 3 |
==> power by group <==
part | internal [uW] | switching (uW) | total [uW]
clock network | 797 | 445 | 1240
logic | 335 | 273 | 608
registers | 1280 | 17.1 | 1300
Power and IR drop assume default switching activity.
