### flow/config.mk
export PLATFORM = sky130hd
export DESIGN_NAME = fifo_synchronous_structural
export DESIGN_NICKNAME = fifo_synchronous_structural
export VERILOG_FILES = /design/flow/design.v
export SDC_FILE = /design/flow/constraint.sdc
export NUM_CORES = 4
export LEC_CHECK = 1
export CORE_UTILIZATION = 40
### flow/constraint.sdc
current_design fifo_synchronous_structural

set clk_period 4.5
set clk_io_pct 0.2

create_clock -name clk0 -period $clk_period [get_ports {clk}]

set non_clock_inputs [all_inputs -no_clocks]
set_input_delay [expr $clk_period * $clk_io_pct] -clock clk0 $non_clock_inputs
set_output_delay [expr $clk_period * $clk_io_pct] -clock clk0 [all_outputs]
### flow/design.v
module dual_port_ram_synchronous_behavioral(
    input  clk,                                          
    input  we_A,                                         
    input  [ADDR_WIDTH-1:0] addr_A,                      
    input  [DATA_WIDTH-1:0] data_in_A,                   
    output reg [DATA_WIDTH-1:0] data_out_A,              
    input  we_B,                                         
    input  [ADDR_WIDTH-1:0] addr_B,                      
    input  [DATA_WIDTH-1:0] data_in_B,                   
    output reg [DATA_WIDTH-1:0] data_out_B);             
    parameter DATA_WIDTH = 8;
    parameter ADDR_WIDTH = 4;
    parameter MEM_DEPTH = 16;
    reg [DATA_WIDTH-1:0] mem [0:MEM_DEPTH-1];            
    always @(posedge clk) begin
        if (we_A) begin
            mem[addr_A] <= data_in_A;
            data_out_A <= data_in_A;
        end else begin
            data_out_A <= mem[addr_A];
        end
    end
    always @(posedge clk) begin
        if (we_B) begin
            mem[addr_B] <= data_in_B;
            data_out_B <= data_in_B;
        end else begin
            data_out_B <= mem[addr_B];
        end
    end
endmodule
module fifo_synchronous_structural(
    input  clk,              
    input  rst,              
    input  [7:0] data_in,    
    input  push,             
    output full,             
    output [7:0] data_out,   
    input  pop,              
    output empty);           
    wire [3:0] w_ptr;
    wire [3:0] r_ptr;
    wire       w_next;
    wire       r_next;
    parameter  zeros = 8'h00;
    parameter  zero =   1'b0;
    dual_port_ram_synchronous_behavioral dual_port_ram_synchronous(
        .clk(clk),           
        .we_A(push),
        .we_B(zero),
        .addr_A(w_ptr),
        .addr_B(r_ptr),
        .data_in_A(data_in),
        .data_in_B(zeros),
        .data_out_A(),
        .data_out_B(data_out)
    );
    write_logic write_logic(
        .we(push),
        .full(full),
        .w_next(w_next)
    );
    read_logic read_logic(
        .re(pop),
        .empty(empty),
        .r_next(r_next)
    );
    write_ptr write_ptr(
        .clk(clk),
        .rst(rst),
        .w_next(w_next),
        .w_ptr(w_ptr)
    );
    read_ptr read_ptr(
        .clk(clk),
        .rst(rst),
        .r_next(r_next),
        .r_ptr(r_ptr)
    );
    compare_and_status_logic compare_and_status_logic(
        .w_ptr(w_ptr),
        .full(full),
        .r_ptr(r_ptr),
        .empty(empty)
    );
endmodule
module compare_and_status_logic (
    input  [3:0] w_ptr,      
    output reg   full,       
    input  [3:0] r_ptr,      
    output reg   empty);     
    parameter depth = 4'b1111;   
    reg [3:0] ptr_diff;
    always @(*) begin
        if (ptr_diff == depth) begin
          full = 1'b1;
        end else begin
          full = 1'b0;
        end
    end
    always @(*) begin
        if (ptr_diff == 0) begin
          empty = 1'b1;
        end else begin
          empty = 1'b0;
        end
    end
    always @(*) begin
        if (w_ptr > r_ptr) begin
            ptr_diff <= w_ptr - r_ptr + 1;
        end else if (w_ptr < r_ptr) begin
            ptr_diff <= (depth - r_ptr) + w_ptr + 1;
        end else if (w_ptr == r_ptr) begin
            ptr_diff <= 0;
        end
    end
endmodule
module read_logic (
    input       re,               
    input       empty,            
    output reg  r_next);          
    always @(*) begin
        if (re && (!empty))
            r_next=1;
        else
            r_next=0;
    end
endmodule
module read_ptr (
    input             clk,               
    input             rst,               
    input             r_next,            
    output reg [3:0]  r_ptr);            
    always @ (posedge clk) begin
        if (rst) begin
            r_ptr <= 3'b000;
        end else if (r_next) begin
            r_ptr <= r_ptr + 1;
        end else begin
            r_ptr <= r_ptr;
        end
    end
endmodule
module write_logic (
    input       we,               
    input       full,             
    output reg  w_next);          
    always @(*) begin
        if (we && (!full))
            w_next=1;
        else
            w_next=0;
    end
endmodule
module write_ptr (
    input             clk,               
    input             rst,               
    input             w_next,            
    output reg [3:0]  w_ptr);            
    always @ (posedge clk) begin
        if (rst) begin
            w_ptr <= 3'b000;
        end else if (w_next) begin
            w_ptr <= w_ptr + 1;
        end else begin
            w_ptr <= w_ptr;
        end
    end
endmodule
### flow/run.sh
#!/bin/bash
# OpenROAD 26Q1-2900-gdf79404cd8, Yosys 0.63+post, stock flow scripts
make -C /OpenROAD-flow-scripts/flow DESIGN_CONFIG=/design/flow/config.mk WORK_HOME=/design/flow/orfs finish
==> metrics.yaml <==
slew_violations: 0
antenna_found_initial: 0
clkTransAtPathRegs_ns: 0.06
crit_start: "read_ptr.r_ptr[1]$_SDFFE_PP0P_"
maxSlewHeadroom_pct: 42.7
vias: 2866
setup_ws_ns: 0.247
path_class: "flip-flop to output pin"
hold_class: "flip-flop to flip-flop"
antenna_left: 0
drc: 0
ir_worst_vdd_v: 0.000291
drt_iter0_drc: 262
grt_pass1_vias: 2980
viasPerCell: 5.41
synth.distinct_cells: 38
final_layout_top_logic_cells: "edfxtp_1, mux4_2, clkdlybuf4s50_1"
drive_gt1_share_pct: 26.6
avgSynthCellArea_um2: 19.5
diodes: 0
critPathBufInv: 3
cp.arrival_ns: 3.35
gp_congestion: 0.828
setup_viol: 0
ys_ff: 144
die_y_um: 123
yosys_area_um2: 5860
power_leakage_uw: 0.00221
yosysWarnings: 6
critical_path.endpoint_type: "output pin"
wl_per_cell_um: 20.0
htree_levels: 4
clockBufferDepth: 2
layout.cells.most_common: "edfxtp_1"
fp-row-count: 43
rsz0062_at_grt: "false"
cap_violations: 0
dp_worst_setup_slack_ns: 0.630
status: "completed"
max_freq_mhz: 235
synthToLayoutAreaGrowth_pct: 18.1
cp_data_required_time_ns: 3.60
hpwl_mm: 6.72
insertion_delay_ns: 0.42
p_per_area_nw_per_um2: 524
cts_buffers: 17
timing.hold.ws_ns: 0.515
grt-ovfl-total: 0
grt_usage_pct: 16.6
coreArea_um2: 14100
initCoreUtil_pct: 41.6
grt_pass1_wl_mm: 16.6
hold_start: "read_ptr.r_ptr[2]$_SDFFE_PP0P_"
rr_startpoint: "read_ptr.r_ptr[1]$_SDFFE_PP0P_"
totalWireLength_mm: 10.6
die_w_um: 123
dr.pass1.iters: 4
syn_inst: 300
grt_start_max_net_pins: 36
openroad.warnings: 31
clkSinkCount: 144
ioPinCount: 22
syn-cell-area_um2: 5860
worstPathCellList: "inv_1 -> ha_1 -> inv_1 -> ha_1 -> fa_1 -> xnor2_2 -> a221oi_2 -> a311o_2 -> a31oi_4 -> clkdlybuf4s50_1"
setup_tns_ns: 0
finalClockPeriodUsage_pct: 94.5
start_kind: "flip-flop"
final.setup_skew_ns: 0.00644
ys_seq_share_pct: 71.1
cts_root_buf: "clkbuf_16"
tightest_slew_ns: 0.856
ys_cells: 300
max_stage_delay_ns: 0.52
finish.utilization_pct: 49.1
min_period_ns: 4.25
worst-path-max-fanout: 7
io_buffers: 21
hold_viol: 0
tritoncts: "built"
crit_family: "adder cells"
dieArea_um2: 15100
slowest_stage: "clkdlybuf4s50_1"
## cell type report
type / instances / area (µm²)
Clock buffer: 21 / 470
Sequential cell: 144 / 4170
Multi-Input combinational cell: 132 / 1600
Inverter: 11 / 41.3
Tap cell: 180 / 225
Clock inverter: 11 / 131
Fill cell: 1115 / 7170
Timing Repair Buffer: 31 / 285
## flip-flops by register name, summed over array words and instances, names as in the netlist
| signal | count |
|---|---|
| dual_port_ram_synchronous.mem | 128 |
| read_ptr.r_ptr | 4 |
| write_ptr.w_ptr | 4 |
| dual_port_ram_synchronous.data_out_B | 8 |
## metrics by stage
stage          instance area, µm²  cells  power (µW)
5_1_grt                      6920    530        3800
3_3_place_gp                 6310    498        2280
3_5_place_dp                 6310    498        2290
6_report                     6920    530        3630
4_1_cts                      6910    530        3670
2_1_floorplan                5860    300        2060
## report_power, final
group	switching, µW	internal (µW)	total [µW]
sequential	19.2	1510	1530
clock	519	863	1380
combinational	325	395	721
## Yosys cell counts, drive strengths merged
cell type | n | area, µm²
a221oi | 1 | 15.0
o21bai | 1 | 7.51
dfxtp | 16 | 320
or3 | 4 | 25.0
o311ai | 1 | 8.76
mux4 | 40 | 901
a21oi | 4 | 20.0
nand3 | 5 | 25.0
edfxtp | 128 | 3840
o21ai | 3 | 15.0
nand2 | 8 | 30.0
a311o | 1 | 11.3
a311oi | 1 | 8.76
mux2i | 1 | 10.0
fa | 3 | 60.1
ha | 12 | 150
nor4b | 1 | 8.76
o31ai | 3 | 22.5
o21a | 2 | 15.0
clkbuf | 7 | 26.3
and3 | 1 | 11.3
nand3b | 2 | 15.0
nor2 | 18 | 70.1
buf | 6 | 35.0
a31oi | 2 | 33.8
nor2b | 1 | 6.26
or4 | 2 | 15.0
inv | 11 | 41.3
nand2b | 4 | 25.0
mux2 | 2 | 26.3
xnor2 | 3 | 26.3
nor3 | 6 | 30.0
## routing by layer
metal | global-route usage [%] | routed length [µm] | vias to the layer above
met5 | 0 | 0 | -
met4 | 2.11 | 144 | 0
met3 | 10.5 | 1180 | 11
met2 | 22.0 | 4680 | 118
met1 | 25.9 | 4590 | 1445
li1 | - | - | 1292
## repair_timing
item	4_1_cts	5_1_grt
hold buffers	0	0
gates resized	0	2
hold endpoints to repair	0	0
setup endpoints to repair	0	1
setup buffers	0	0
## worst register-to-register path: stages, from the launching register on
cell and delay, ns:
dfxtp_1 0.36, inv_1 0.10, ha_1 0.34, inv_1 0.05, ha_1 0.21, fa_1 0.41
xnor2_2 0.22, a221oi_2 0.09, a311o_2 0.38, a31oi_4 0.25, nor2_2 0.08, mux2_4 0.29
## cell families (layout without fill, tap and decap cells)
kind of cell	after synthesis	after routing	share of synthesized area, %
xor+xnor	3	3	0.449
buf+inv	24	74	1.75
compound gates	19	19	2.69
flops	144	144	71.1
fa+ha+maj	15	15	3.59
simple gates	52	52	4.46
mux	43	43	16.0
## path summary, 6_finish.rpt
path,to,slack [ns],cells after the start
hold / removal,read_ptr.r_ptr[2]$_SDFFE_PP0P_,0.52,2
setup reg to reg,read_ptr.r_ptr[0]$_SDFFE_PP0P_,1.60,11
setup / recovery,empty,0.25,10
hold reg to reg,read_ptr.r_ptr[2]$_SDFFE_PP0P_,0.52,2
Power figures rest on the tool's default switching activity, not on a simulated workload.
